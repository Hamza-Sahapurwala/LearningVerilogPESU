==> design.v <==
module xor_gate (input wire a,b, output wire c);
    assign c = a ^ b;
endmodule
module and_gate (input wire a,b, output wire c);
    assign c = a & b;
endmodule
module or_gate (input wire a,b, output wire c);
    assign c = a | b;
endmodule
module mux2 (input wire i0, i1, j, output wire o);
    assign o = j==0?i0:i1;
endmodule
module fa (input wire i0, i1, cin, output wire sum, cout);   
    wire t0, t1, t2; 
    xor_gate _i0 (i0,i1,t0);   
    xor_gate _i1 (t0,cin,sum);   
    and_gate _i2 (i0,i1, t1);  
    and_gate _i3 (t0,cin, t2);   
    or_gate _i5 (t1, t2,cout);
endmodule
module addsub (input wire addsub, i0, i1, cin, output wire sumdiff, cout); 
    wire t; 
    xor_gate _i1 (i1, addsub, t);
    fa _i0 (i0, t, cin, sumdiff, cout);  
endmodule
module alu_slice (input wire [1:0] op, input wire i0, i1, cin, output wire o, cout);  
    wire t_sumdiff, t_and, t_or, t_andor; 
    addsub _i0 (op[0], i0, i1, cin, t_sumdiff, cout);   
    and_gate _i1 (i0, i1, t_and);  
    or_gate _i2 (i0,i1,t_or);   
    mux2 _i3 (t_and,t_or,op[0], t_andor);   
    mux2 _i4 (t_sumdiff, t_andor, op[1], o);
endmodule
module alu (input wire [1:0] op, input wire [15:0] i0, i1, output wire [15:0] o, output wire cout);   
    wire [14:0] c;   
    alu_slice _i0 (op, i0[0], i1[0], op[0], o[0], c[0]);   
    alu_slice _i1 (op, i0[1], i1[1], c[0], o[1], c[1]);   
    alu_slice _i2 (op, i0[2], i1[2], c[1], o[2], c[2]);  
    alu_slice _i3 (op, i0[3], i1[3], c[2], o[3], c[3]);  
    alu_slice _i4 (op, i0[4], i1[4], c[3], o[4], c[4]);   
    alu_slice _i5 (op, i0[5], i1[5], c[4], o[5], c[5]);   
    alu_slice _i6 (op, i0[6], i1[6], c[5], o[6], c[6]);   
    alu_slice _i7 (op, i0[7], i1[7], c[6], o[7], c[7]);   
    alu_slice _i8 (op, i0[8], i1[8], c[7], o[8], c[8]);   
    alu_slice _i9 (op, i0[9], i1[9], c[8], o[9], c[9]);   
    alu_slice _i10 (op, i0[10], i1[10], c[9], o[10], c[10]);   
    alu_slice _i11 (op, i0[11], i1[11], c[10], o[11], c[11]);
    alu_slice _i12 (op, i0[12], i1[12], c[11], o[12], c[12]);
    alu_slice _i13 (op, i0[13], i1[13], c[12], o[13], c[13]);
    alu_slice _i14 (op, i0[14], i1[14], c[13], o[14], c[14]);
    alu_slice _i15 (op, i0[15], i1[15], c[14], o[15], cout);
endmodule
==> run.sh <==
#!/bin/bash
# OpenROAD 26Q1-2900-gdf79404cd8, Yosys 0.63+post, stock flow scripts
make -C /OpenROAD-flow-scripts/flow DESIGN_CONFIG=/design/flow/config.mk WORK_HOME=/design/flow/orfs finish
==> config.mk <==
export PLATFORM = sky130hd
export DESIGN_NAME = alu
export DESIGN_NICKNAME = alu
export VERILOG_FILES = /design/flow/design.v
export SDC_FILE = /design/flow/constraint.sdc
export NUM_CORES = 4
export LEC_CHECK = 1
export CORE_AREA = 10 10 84 84
export DIE_AREA = 0 0 94 94
==> constraint.sdc <==
current_design alu

set clk_period 10.5
set clk_io_pct 0.2

create_clock -name clk0 -period $clk_period

set non_clock_inputs [all_inputs -no_clocks]
set_input_delay [expr $clk_period * $clk_io_pct] -clock clk0 $non_clock_inputs
set_output_delay [expr $clk_period * $clk_io_pct] -clock clk0 [all_outputs]
==> results.txt <==
Results of the implementation run.

The flow ran to the end, and the final reports show no timing, DRC or antenna violations. The synthesis warning total is 0. In this run the vertical extent of the chip is 94 um. Along the critical path, the tally of buffer and inverter instances is 4. The mean area per synthesized cell came out at 8.73 sq um.

In this run the maximum-capacitance check reported violations numbering 0. The minimum clock period after layout is 10.21 ns. The share of the synthesized area in the top cell type is 0.257. The worst IR drop on VDD came out at 0.0000153 V.

After clock tree synthesis, the flow added hold-fix buffers numbering 0. The overflow left after global routing came out at 0. Looking at the critical path, the highest net fanout was 2. For this design, the slowest cell found on the critical path is sky130_fd_sc_hd__fa_1. The hold violation total from the final report is 0. The count of instantiated cells in the yosys netlist came out at 134. Per STA, the library cell used most along the worst path is sky130_fd_sc_hd__fa_2. The share of final-layout standard cells stronger than drive strength 1 is 0.300. Pins over their slew limit in the final report were tallied at 0.

In the routed design, unresolved DRC markers number 0. The number of buffer cells added on primary ports is 51. The number of distinct library cells after synthesis came out at 21.

Setup repair after global routing left no endpoint under its margin. The kind of path behind the tightest hold check is in2out. The placeable core region is 0.00520 sq mm.

The critical path goes through dlygate4sd2_1 -> xnor2_2 -> fa_2 -> fa_2 -> fa_2 -> fa_2 -> fa_2 -> fa_2 -> fa_2 -> fa_2 -> fa_2 -> fa_2 -> fa_2 -> fa_2 -> fa_2 -> fa_2 -> inv_2 -> fa_1 -> inv_1 -> o22ai_1 -> buf_2. The via count of the first global-routing pass is 892. According to the I/O placement log, the pin count is 51. The wire length of the first global-routing pass came out at 4060 um. Post-synthesis, Yosys gives the total cell area as 0.00117 sq mm. The relative slew slack is 0.759.

Sorting the synthesized cells by area gives the leading types as sky130_fd_sc_hd__fa_1 26%, sky130_fd_sc_hd__a31oi_2 12%, sky130_fd_sc_hd__buf_4 11%. The area taken by flip-flops and latches is 0 sq um. The all-layer global routing usage came out at 0.0547.

The largest net degree at the start of global routing came out at 33. Per the synthesis report, the dominant area consumer among library cells is sky130_fd_sc_hd__fa_1. The row count came out at 26. The power per standard cell area came out at 56.0 mW/mm^2. The floorplan step set the die width to 94 um. The maximum cell stage delay along the critical path came out at 0.39 ns. The required time of the worst setup path is 8.40 ns.

The final layout report lists a clock buffer count of 0. Summing over the stages, the warning tally comes to 32. The type of origin of the critical path is an input port.

The leakage dissipation is 0.618 nW. The area added between synthesis and finish came out at 41.4%. The initial antenna violation count is 0. The achievable frequency is 0.0980 GHz. At the pin with the least slew margin, the transition time is 0.361 ns. The HPWL after detailed placement is 2210 um.

The summed instance area of the synthesized netlist came out at 0.00117 sq mm. Across all layers, the routed design uses 931 vias. The area of the die is 0.00884 sq mm. The antenna cell count is 0. The count of filler cells inserted in the layout came out at 550.

The layout sequential cell count came out at 0. Per STA, the worst path accumulates the most delay in the family adder cells. The final wirelength is 2510 um. The register share after synthesis is 0. Per the layout area report, the combinational gate area comes to 946 sq um. The average wire length per cell after detail routing came out at 10.4 um. The total setup buffers inserted after CTS came out at 0. The worst setup path is captured at an output pin.

Per the post-route antenna check, the number of violating nets is 0. The data arrival time of the critical path came out at 8.11 ns. The iteration tally of the first detailed-router pass is 2.

The floorplan core density is 0.225. The placer congestion estimate is 0.729. The overall power came out at 92.7 uW. Per the detail_route report, vias per standard cell equal 3.88.

The post-route fraction of the period consumed by the critical path is 0.972. The start-to-end type of the worst setup path is in2out. The synthesized netlist handed to floorplanning was reported with a cell count of 134. Setup violations remaining at the end of the flow were counted as 0. The share of the core filled with cells in the final layout is 0.318. The violation tally from detailed-route iteration zero is 17.
-- final cells by class --
cell class / count / area share
well taps: 70 / 0.0529
inverters: 16 / 0.0363
multi-input cells: 95 / 0.572
repair buffers: 59 / 0.339
-- cell usage after synthesis (all sizes together) --
| library cell | instances |
|---|---|
| xnor2 | 14 |
| o22ai | 1 |
| a21oi | 1 |
| nor2b | 15 |
| and3b | 1 |
| nor2 | 1 |
| a211oi | 1 |
| buf | 23 |
| inv | 16 |
| mux2i | 1 |
| xor2 | 1 |
| fa | 15 |
| nand2 | 15 |
| a31oi | 14 |
| o21ai | 15 |
-- through the flow --
step	hold WS, ns	std cells	TNS [ns]	area [sq um]	setup slack, ns
3_5_place_dp	5.09	240	-2.01	1620	-0.766
3_3_place_gp	5.09	240	-1.99	1620	-0.766
2_1_floorplan	4.31	134	0	1180	0.0120
5_1_grt	5.04	240	0	1650	0.102
4_1_cts	4.99	240	0	1650	0.0466
6_report	4.98	240	0	1650	0.292
-- timing repair --
| item | CTS | global route |
|---|---|---|
| resized | 21 | 2 |
| pin swaps | 1 | 1 |
| endpoints found under the setup margin | 4 | 3 |
-- routing by layer --
| metal | up-vias | GRT usage | wire length [um] |
|---|---|---|---|
| li1 | 491 | - | - |
| met3 | 0 | 0.0145 | 201 |
| met4 | 0 | 0 | 0 |
| met5 | - | 0 | 0 |
| met2 | 22 | 0.0985 | 1290 |
| met1 | 418 | 0.0676 | 1010 |
-- cells in the final DEF (no fill, tap or decap) --
cell and instances:
sky130_fd_sc_hd__a211oi_2 1, sky130_fd_sc_hd__a21oi_1 1, sky130_fd_sc_hd__a31oi_1 3, sky130_fd_sc_hd__a31oi_2 11
sky130_fd_sc_hd__and3b_1 1, sky130_fd_sc_hd__buf_2 2, sky130_fd_sc_hd__buf_4 8, sky130_fd_sc_hd__clkdlybuf4s50_1 43
sky130_fd_sc_hd__dlygate4sd2_1 4, sky130_fd_sc_hd__dlymetal6s2s_1 2, sky130_fd_sc_hd__fa_1 1, sky130_fd_sc_hd__fa_2 14
sky130_fd_sc_hd__inv_1 14, sky130_fd_sc_hd__inv_2 2, sky130_fd_sc_hd__mux2i_1 1, sky130_fd_sc_hd__nand2_1 14
sky130_fd_sc_hd__nand2_2 1, sky130_fd_sc_hd__nor2_1 1, sky130_fd_sc_hd__nor2b_1 15, sky130_fd_sc_hd__o21ai_0 4
sky130_fd_sc_hd__o21ai_2 11, sky130_fd_sc_hd__o22ai_1 1, sky130_fd_sc_hd__xnor2_1 13, sky130_fd_sc_hd__xnor2_2 1
sky130_fd_sc_hd__xor2_1 1
-- worst paths after layout --
check | start | end | slack (ns) | depth (start not counted)
setup / recovery | i1[1] | o[15] | 0.29 | 21
hold / removal | i1[15] | o[15] | 4.98 | 4
-- power by group --
group	switching, mW	internal (mW)
Combinational	0.0351	0.0576
Sequential	0	0
Clock	0	0
Total	0.0351	0.0576
-- kinds of logic (layout without fill, tap and decap cells) --
kind of cell / Yosys count / after routing / synth area share
buffers and inverters: 39 / 75 / 0.228
AND/OR/NAND/NOR: 32 / 32 / 0.141
multiplexers: 1 / 1 / 0.00856
adder cells (fa/ha/maj): 15 / 15 / 0.257
XOR/XNOR: 15 / 15 / 0.112
AND-OR/OR-AND: 32 / 32 / 0.253
-- tightest hold or removal path, stage by stage --
cell                              delay, ns
sky130_fd_sc_hd__clkdlybuf4s50_1       0.45
sky130_fd_sc_hd__a21oi_1               0.14
sky130_fd_sc_hd__o22ai_1               0.08
sky130_fd_sc_hd__buf_2                 0.11
Power figures rest on the tool's default switching activity, not on a simulated workload.
