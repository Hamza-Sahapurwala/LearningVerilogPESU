## design/flow/config.mk

```make
export PLATFORM = sky130hd
export DESIGN_NAME = vending_machine
export DESIGN_NICKNAME = vending_machine
export VERILOG_FILES = /design/flow/design.v
export SDC_FILE = /design/flow/constraint.sdc
export NUM_CORES = 4
export LEC_CHECK = 1
export CORE_AREA = 10 10 70 70
export DIE_AREA = 0 0 80 80
```

## design/flow/constraint.sdc

```tcl
current_design vending_machine

set clk_period 1.1
set clk_io_pct 0.2

create_clock -name clk0 -period $clk_period [get_ports {clk}]

set non_clock_inputs [all_inputs -no_clocks]
set_input_delay [expr $clk_period * $clk_io_pct] -clock clk0 $non_clock_inputs
set_output_delay [expr $clk_period * $clk_io_pct] -clock clk0 [all_outputs]
```

## design/flow/design.v

```verilog
module vending_machine (
    input wire clk,
    input wire rst,
    input wire [1:0] coin_in,  
    output reg dispense
);
    parameter S0 = 2'b00, S5 = 2'b01, S10 = 2'b10;
    reg [1:0] current_state, next_state;
    always @(posedge clk or posedge rst) begin
        if (rst) current_state <= S0;
        else     current_state <= next_state;
    end
    always @(*) begin
        next_state = current_state;
        dispense = 1'b0;
        case (current_state)
            S0: if (coin_in == 2'b01)      next_state = S5;
                else if (coin_in == 2'b10) next_state = S10;
            S5: if (coin_in == 2'b01)      next_state = S10;
                else if (coin_in == 2'b10) begin
                    next_state = S0;
                    dispense = 1'b1;
                end
            S10: if (coin_in == 2'b01 || coin_in == 2'b10) begin
                    next_state = S0;
                    dispense = 1'b1;
                end
        endcase
    end
endmodule
```

## design/flow/run.sh

```bash
#!/bin/bash
# OpenROAD 26Q1-2900-gdf79404cd8, Yosys 0.63+post, stock flow scripts
make -C /OpenROAD-flow-scripts/flow DESIGN_CONFIG=/design/flow/config.mk WORK_HOME=/design/flow/orfs finish
```

==> notes.md <==
The layout was made with Yosys and OpenROAD.

The cell with the largest stage delay on the worst path is sky130_fd_sc_hd__dfrtp_1. The number of antenna cells inserted is 0. Summed over all layers, the global routing overflow is 0. The clock tree skew after final layout is 0.000520 ns. The synthesized netlist has a Yosys-reported chip area of 160 um2. Counting the buffers created by CTS gives 3. Relative to the synthesized area, the layout overhead comes to 103%.

The normalized max-slew margin is 82.7%. Endpoints failing hold in the final report were tallied at 0. In this run the power density over the cells is 1490 mW/mm2.

The total non-filler cell area in the finished layout is 325 um2. The area of the die is 0.00640 mm2. Counting flops per register, the top entry is current_state. The worst setup path is launched from a register. Of the synthesized area, sequential elements account for 47.7%.

After synthesis the cells add up to 160 um2. By instance count, the leading cell after synthesis is sky130_fd_sc_hd__inv_1. The largest driver fanout on the critical path is 2. The final cell utilization of the core is 9.52%. The share of cells above drive strength 1 is 62.1%.

The count of hold-fix buffers inserted at cts is 0. STA classifies the critical path endpoint as an output port. The registers of the reported paths see a clock transition of 0.04 ns. Clock tree synthesis found a total of 3 sinks. The vertical die size is 80 um. The number of flip-flops under the largest register name is 3. The warning tally printed by Yosys for this design is 1. The wire length recorded after detailed routing is 435 um.

Setup repair after global routing could not meet its margin everywhere. Along the critical path, the tally of buffer and inverter instances is 1. The script parses the final routing iteration and logs DRC violations as 0. The worst-case clock buffer depth is 2. On the worst path, the slowest cell contributes a delay of 0.39 ns. The initial antenna violation count is 0. The clock period could shrink to 1.08 ns.

The average instance in the mapped netlist occupies 10.0 um2. The worst setup path is of the reg2out kind. Sorting the Yosys area breakdown by cell type puts at the top sky130_fd_sc_hd__dfrtp_1. The cell count listed in synth_stat.txt is 16.

The number of global-route vias before repair is 203. The maximum clock rate is 926 MHz. The logs give a warning total of 27. After detailed routing, the number of vias per cell comes to 2.19. The dominant register cell in the synthesized netlist is sky130_fd_sc_hd__dfrtp_1. The floorplan has 21 rows. Detailed-route iteration 0 reported a violation count of 6. Once detail routing completed, the nets flagged for antenna violations numbered 0. Summed over all failing endpoints, the final setup total negative slack is 0 ns. Note, the detailed placer reported a final HPWL of 303 um. The insertion delay at the late pin of the worst-skew pair is 0.23 ns.

Per STA, the worst path is made up of nand2_2 > o21ai_2 > buf_2. The synthesis run shows the most used standard cells to be sky130_fd_sc_hd__inv_1 (5), sky130_fd_sc_hd__dfrtp_1 (2), sky130_fd_sc_hd__ha_1 (2), sky130_fd_sc_hd__nand2_1 (2). The maximum number of pins on one net before global-route repair is 5.

The worst slack on hold paths is 0.173 ns. The synthesis-stage register bit count is 3. The post-route clock period utilization is 98.2%. TritonCTS built the clock tree.

Data arrives at the worst endpoint at 0.86 ns. The floorplan die width is 80 um. The number of flops mapped to enable cells by yosys is 0. CTS placed an instance of sky130_fd_sc_hd__clkbuf_4 at the clock tree root. The cell area reported after detailed placement is 280 um2. The critical path endpoint has a required time of 0.88 ns. After synthesis, the share of flip-flops with an asynchronous set or reset is 100%. Across the run, the number of max-cap violations was 0.

The iteration tally of the first detailed-router pass is 4. The number of max-slew violations in the final report is 0. The wire length of the first global-routing pass is 759 um. The class of the worst hold path is in2async. Per the CTS log, the maximum H-tree level is 1.

The flow ran to the end, and the final reports show no timing, DRC or antenna violations. For this configuration, the core starts out at a cell density of 4.69%. The global routing usage summed across all routing layers is 1.44%. Input and output buffers added on the ports amount to 4. The final timing report counts setup violations totalling 0.

The routed length per instance is 5.80 um. The leakage power summed over all cells is 0.147 nW. The kind of cell adding the most delay to the critical path is flip-flops. 5 I/O pins were placed. The core area is 0.00342 mm2. The routed layout has 164 vias. The largest vdd supply drop is 0.339 mV. The fraction of post-synthesis cell area in the top cell type by area is 31.3%. Routability-driven placement finished with a final weighted congestion of 0.660. After synthesis, the cell types taking the most area are sky130_fd_sc_hd__dfrtp_1 (31%), sky130_fd_sc_hd__dfstp_2 (16%), sky130_fd_sc_hd__ha_1 (16%), sky130_fd_sc_hd__inv_1 (12%), sky130_fd_sc_hd__a222oi_1 (6.3%). The synthesized netlist contains 9 unique library cells. Synthesis produced 16 cells.

In the final layout, the registers with the most flip-flops are current_state x3. Summing internal, switching and leakage power gives 0.485 mW. For the pin with the worst max-slew slack, the measured transition is 0.260 ns.
[per-stage QoR]
step                      setup WS [ns]  cells
after CTS                       0.00501     74
after global placement           -0.803     69
final                            0.0203     75
after global routing            -0.0259     75
after floorplan                  0.0558     16
after detailed placement         -0.828     69
[per-layer routing]
metal / part of all wire (%) / global-route usage (%)
met1: 49 / 1.60
met2: 39 / 2.17
met3: 8.7 / 0.795
met4: 2.8 / 0.704
met5: 0 / 0
[layout by cell type (no fill, tap or decap)]
| master | Yosys | routed |
|---|---|---|
| sky130_fd_sc_hd__dfstp_2 | 1 | 1 |
| sky130_fd_sc_hd__a222oi_1 | 1 | 1 |
| sky130_fd_sc_hd__clkdlybuf4s50_1 | 0 | 1 |
| sky130_fd_sc_hd__buf_2 | 0 | 3 |
| sky130_fd_sc_hd__inv_1 | 5 | 3 |
| sky130_fd_sc_hd__nand2_1 | 2 | 1 |
| sky130_fd_sc_hd__clkbuf_4 | 0 | 3 |
| sky130_fd_sc_hd__clkbuf_1 | 0 | 1 |
| sky130_fd_sc_hd__o21ai_2 | 0 | 1 |
| sky130_fd_sc_hd__ha_1 | 2 | 1 |
| sky130_fd_sc_hd__o211ai_1 | 1 | 1 |
| sky130_fd_sc_hd__ha_4 | 0 | 1 |
| sky130_fd_sc_hd__nand2_2 | 0 | 1 |
| sky130_fd_sc_hd__buf_4 | 0 | 5 |
| sky130_fd_sc_hd__dfrtp_1 | 2 | 2 |
| sky130_fd_sc_hd__inv_2 | 0 | 2 |
| sky130_fd_sc_hd__a22o_2 | 1 | 1 |
[worst register-to-register path, cell delays in order, from the launching register on]
cell and delay [ns]:
sky130_fd_sc_hd__dfrtp_1 0.39, sky130_fd_sc_hd__buf_4 0.15, sky130_fd_sc_hd__a222oi_1 0.23, sky130_fd_sc_hd__inv_1 0.07
[layout make-up]
class,count,area [um2]
clock buffers,4,26.3
inverters,5,18.8
repair buffers,9,62.6
fillers,408,3090
flip-flops and latches,3,76.3
multi-input cells,8,83.8
well taps,46,57.6
[final timing paths]
| check | from | cells past startpoint | slack [ns] | to |
|---|---|---|---|---|
| max | current_state[2] | 3 | 0.02 | dispense |
| min | rst | 2 | 0.17 | current_state[1] |
| max reg2reg | current_state[2] | 3 | 0.13 | current_state[1] |
| min reg2reg | current_state[0] | 2 | 0.53 | current_state[0] |
| max in group asynchronous | rst | 2 | 0.72 | current_state[0] |
| min in group clk0 | coin_in[1] | 4 | 0.41 | current_state[1] |
[report_power, final]
part	switching [mW]	total, mW	internal (mW)
clock	0.0575	0.193	0.136
sequential	0.0256	0.175	0.149
combinational	0.0464	0.117	0.0709
[kinds of logic after synthesis]
family                     after synthesis  share of synthesized area [%]
buffers and inverters                    5                           11.7
AOI/OAI and AO/OA                        4                           20.3
DFF                                      3                           47.7
adders and majority gates                2                           15.6
and+or+nand+nor                          2                           4.69
[repair_timing]
action	CTS	global route
endpoints found under the setup margin	4	1
pin swaps	3	1
setup buffers	1	1
gates resized	17	0
Power is estimated from default activity; no workload was simulated.
